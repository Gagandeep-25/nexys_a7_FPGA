==> flow/design.v <==
`timescale 1ns / 1ps
module clk_divider_1hz#(CLK_FREQ = 100_000_000)
    (
    input wire rst,
    input wire clk,
    output reg tick_1hz
    );
    reg [31:0] counter;
    always @(posedge clk or posedge rst) begin
      if(rst) begin
        counter <= 0;
        tick_1hz <= 0;
      end
      else begin
       if(counter == (CLK_FREQ - 1)) begin
         counter <= 0;
         tick_1hz <= 1;
       end
       else begin
         counter <= counter + 1;
         tick_1hz <= 0;
       end
      end
    end
endmodule
`timescale 1ns / 1ps
module traffic_light(
    input wire clk,
    input wire rst,
    output reg red,
    output reg green,
    output reg yellow
    );
    reg [1:0] state, next_state;
    reg [15:0] counter;
    localparam RED = 2'b00;
    localparam YELLOW = 2'b01;
    localparam GREEN = 2'b10;
    localparam RED_time = 50;
    localparam YELLOW_time = 10;
    localparam GREEN_time = 50;
    wire tick_1hz;
    clk_divider_1hz #(
        .CLK_FREQ(100_000_000) 
    ) clk_div_inst (
        .clk(clk),
        .rst(rst),
        .tick_1hz(tick_1hz)
    );
    always @(posedge clk or posedge rst) begin
      if(rst) begin
        state <= RED;
        counter <= 0;
      end 
      else begin
        state <= next_state;
        if (state != next_state)
          counter <= 0;
        else
          counter <= counter + 1;
      end
    end 
    always @(*) begin
      next_state = state;
      red = 0;
      green = 0;
      yellow = 0;
      case(state)
        RED: begin
              red = 1;
              if(counter >= RED_time)
               next_state = YELLOW;
             end
        YELLOW: begin
                 yellow = 1;
                 if(counter >= YELLOW_time)
                   next_state = GREEN;
                end     
        GREEN: begin
                green = 1;
                if(counter >= GREEN_time)
                  next_state = RED;
               end   
        default : next_state = RED;            
      endcase
    end
endmodule
==> flow/run.sh <==
#!/bin/bash
# OpenROAD 26Q1-2900-gdf79404cd8, Yosys 0.63+post, stock flow scripts
make -C /OpenROAD-flow-scripts/flow DESIGN_CONFIG=/design/flow/config.mk WORK_HOME=/design/flow/orfs finish
==> flow/config.mk <==
export PLATFORM = sky130hd
export DESIGN_NAME = traffic_light
export DESIGN_NICKNAME = traffic_light
export VERILOG_FILES = /design/flow/design.v
export SDC_FILE = /design/flow/constraint.sdc
export NUM_CORES = 4
export LEC_CHECK = 1
export CORE_AREA = 10 10 75 75
export DIE_AREA = 0 0 85 85
==> flow/constraint.sdc <==
current_design traffic_light

set clk_period 1.8
set clk_io_pct 0.2

create_clock -name clk0 -period $clk_period [get_ports {clk}]

set non_clock_inputs [all_inputs -no_clocks]
set_input_delay [expr $clk_period * $clk_io_pct] -clock clk0 $non_clock_inputs
set_output_delay [expr $clk_period * $clk_io_pct] -clock clk0 [all_outputs]
==> reports/qor.txt <==
status: complete, no violations
total CTS buffers: 3
worst-path fanout max: 4
first-pass GRT wire length: 1800 um
RePlAce Congestion: 0.716
1st-iter DRT viols: 30
number of cells in Yosys stat: 54
n_diodes: 0
Die H: 85 um
Final Max Tran Viols: 0
worst hold path type: in -> async
PwrDens: 1030 mW/mm2
clk latency late pin: 250 ps
crit path buf inv count: 1
Final Hold Vio Count: 0
compound-cell area share of the yosys netlist: 0.0597
yosys adder share: 0.0362
crit path kind: reg -> out
Antenna Nets Post-Route: 0
I/O pins: 5
post-CTS setup buffer count: 0
TritonRoute pass-1 iters: 2
ys flop type: dfrtp_1
H-tree depth: 1
pre-CTS setup slack: 192 ps
Core Area: 0.00406 mm2
wire per inst: 7.84 um
crit start category: register
crit path DAT: 1330 ps
clock tree buffer depth: 2
crit-path leading delay family: buffers and inverters
Root Buffer: clkbuf_8
Synth Seq Share: 0.651
DRC: 0
area of the mapped netlist: 692 um2
RSZ-0062 raised after global routing: no
XOR Share, Synth: 0.0506
setup ws final: 112 ps
Seq cells post-synth: 18
final setup skew: 1.03 ps
Pleak: 0.400 nW
area grow syn2layout: 30.2%
Routed Wire Length: 964 um
Cell Rows: 23
Distinct lib cells used: 19
Detailed Place HPWL: 722 um
Synth Instances: 54
PortBufs: 4
Max Fclk: 592 MHz
worst-path cell chain: nor2b_1, clkdlybuf4s50_1
Fin Setup TNS: 0 ps
most frequent logic cell in the layout: dfrtp_1
Clk pin slew, worst setup/hold paths: 60 ps
Post-Syn Area per Cell: 12.8 um2
vias in the first global route: 402
initial antenna violation count: 0
minimum clock period: 1690 ps
layout cell share with drive strength beyond 1: 0.123
Sink Count: 18
GR Util All Layers: 0.0299
Worst EP required: 1440 ps
post-cts hold buffer count: 0
CTS tree: done
drt via density: 3.28
simple share: 0.181
count of library flops with an enable pin: 0
FP Util: 0.171
WHS: 425 ps
area fraction in mux cells: 0
ys async rst share: 1.00
total congestion overflow: 0
Syn. warnings: 2
Yosys Chip Area: 692 um2
cycle use final: 0.938
Via Count: 404
largest net degree at the start of global routing: 19
Main logic family: simple AND/OR/NAND/NOR gates
CP endpoint kind: primary output
total die area: 0.00723 mm2
Max Cap Viol: 0
tool warnings: 26
Die Wd: 85 um
Max IR drop VDD: 0.356 mV
slowest stage cell, crit path: clkdlybuf4s50_1
final tally of setup violations: 0
slowest stage delay, CP: 490 ps
Top Layout Cells: 18 x dfrtp_1, 10 x conb_1, 8 x nor2_1
post-cts resize count: 0
==> routing by layer <==
| metal | vias to the layer above | part of all wire | GRT usage |
|---|---|---|---|
| met2 | 8 | 0.37 | 0.0443 |
| met5 | - | 0 | 0 |
| li1 | 213 | - | - |
| met3 | 0 | 0.11 | 0.0222 |
| met4 | 0 | 0 | 0 |
| met1 | 183 | 0.51 | 0.0366 |
==> power by group <==
part | internal, mW | total (mW) | switching [mW]
sequential | 0.438 | 0.462 | 0.0246
clock | 0.194 | 0.317 | 0.123
combinational | 0.100 | 0.149 | 0.0491
==> final timing paths <==
check | depth (start not counted) | slack [ps] | start | end
setup / recovery | 2 | 110 | state[1] | green
hold / removal | 3 | 430 | rst | state[1]
setup reg to reg | 4 | 190 | counter[10] | counter[3]
hold reg to reg | 1 | 510 | counter[0] | counter[0]
max in group asynchronous | 3 | 1190 | rst | counter[2]
min in group clk0 | 1 | 510 | counter[0] | counter[0]
==> per-stage QoR <==
| stage | cells | utilization | cell area, um2 | power (mW) |
|---|---|---|---|---|
| after global placement | 119 | 0.208 | 843 | 0.612 |
| after detailed placement | 119 | 0.208 | 843 | 0.618 |
| final | 123 | 0.222 | 901 | 0.928 |
| after floorplan | 63 | - | 726 | 0.530 |
| after global routing | 123 | 0.222 | 901 | 0.990 |
| after CTS | 123 | 0.221 | 898 | 0.943 |
==> synth_stat cells (2+ instances only) <==
library cell / count / area, um2
dfrtp_1: 18 / 450
nor2_1: 8 / 30.0
nand3_1: 4 / 20.0
inv_1: 3 / 11.3
xor2_1: 3 / 26.3
and3_1: 2 / 12.5
ha_1: 2 / 25.0
nor2b_1: 2 / 12.5
o31ai_1: 2 / 15.0
==> flip-flops by register name (all words and copies together), names as in the netlist <==
register,count
counter,16
state,2
==> area by class of cell <==
| cell class | count | area, um2 |
|---|---|---|
| well taps | 50 | 62.6 |
| repair buffers | 6 | 55.1 |
| clock buffers | 4 | 55.1 |
| fillers | 421 | 3160 |
| multi-input cells | 42 | 267 |
| flip-flops and latches | 18 | 450 |
| inverters | 3 | 11.3 |
==> worst register-to-register path: stages, from the launching register on <==
cell and delay (ps):
dfrtp_1 360, or4_4 540, nor4_4 290, nand2b_1 210, nor2_1 150
==> kinds of logic after synthesis <==
group,after synthesis
DFF,18
xor gates and xnor gates,4
buffers and inverters,3
and+or+nand+nor,21
adders and majority gates,2
other,1
AOI/OAI and AO/OA,5
Power and IR drop assume default switching activity.
