`flow/run.sh`:
```
#!/bin/bash
# OpenROAD 26Q1-2900-gdf79404cd8, Yosys 0.63+post, stock flow scripts
make -C /OpenROAD-flow-scripts/flow DESIGN_CONFIG=/design/flow/config.mk WORK_HOME=/design/flow/orfs finish
```
`flow/config.mk`:
```
export PLATFORM = sky130hd
export DESIGN_NAME = digital_watch_fsm
export DESIGN_NICKNAME = digital_watch_fsm
export VERILOG_FILES = /design/flow/design.v
export SDC_FILE = /design/flow/constraint.sdc
export NUM_CORES = 4
export LEC_CHECK = 1
export CORE_UTILIZATION = 40
```
`flow/constraint.sdc`:
```
current_design digital_watch_fsm

set clk_period 9.6
set clk_io_pct 0.2

create_clock -name clk0 -period $clk_period [get_ports {clk}]

set non_clock_inputs [all_inputs -no_clocks]
set_input_delay [expr $clk_period * $clk_io_pct] -clock clk0 $non_clock_inputs
set_output_delay [expr $clk_period * $clk_io_pct] -clock clk0 [all_outputs]
```
`flow/design.v`:
```
module debounce
#(
    parameter CLK_FREQ = 100_000_000,
    parameter STABLE_TIME_MS = 20
)
(
    input  wire clk,
    input  wire reset,
    input  wire button_in,
    output wire button_out
);
    localparam integer COUNTER_MAX  = (CLK_FREQ / 1000) * STABLE_TIME_MS;
    localparam integer COUNTER_BITS = $clog2(COUNTER_MAX);
    reg [1:0] sync_regs;
    always @(posedge clk or posedge reset) begin
        if (reset)
            sync_regs <= 2'b00;
        else
            sync_regs <= {sync_regs[0], button_in};
    end
    wire synchronized_in = sync_regs[1];
    reg [COUNTER_BITS-1:0] debounce_counter = 0;
    reg debounced_state = 0;
    always @(posedge clk or posedge reset) begin
        if (reset) begin
            debounce_counter <= 0;
            debounced_state  <= 0;
        end else begin
            if (synchronized_in != debounced_state) begin
                if (debounce_counter >= COUNTER_MAX) begin
                    debounced_state  <= synchronized_in;
                    debounce_counter <= 0;
                end else begin
                    debounce_counter <= debounce_counter + 1;
                end
            end else begin
                debounce_counter <= 0;
            end
        end
    end
    reg prev_debounced_state = 0;
    always @(posedge clk or posedge reset) begin
        if (reset)
            prev_debounced_state <= 0;
        else
            prev_debounced_state <= debounced_state;
    end
    assign button_out = debounced_state && !prev_debounced_state;
endmodule  
`timescale 1ns / 1ps
module digital_watch_fsm
#(
    parameter CLK_FREQ = 100_000_000,      
    parameter LED_BLINK_RATE = 20_000_000  
)
(
    input  wire clk,
    input  wire reset,
    input  wire btn_mode,   
    input  wire btn_start,  
    input  wire btn_pause,  
    input  wire btn_lap,    
    input  wire btn_set,    
    output wire [6:0] seg,  
    output wire [7:0] an,   
    output wire led,
    output wire [13:0] led1,        
    output wire mode_led    
);
    localparam IDLE    = 2'b00;
    localparam RUNNING = 2'b01;
    localparam PAUSED  = 2'b10;
    localparam TIME_UP = 2'b11;
    reg [1:0] state, next_state;
    localparam MODE_STOPWATCH = 1'b0;
    localparam MODE_TIMER     = 1'b1;
    wire mode;  
    assign mode = btn_mode;   
    reg [5:0] minutes, seconds;
    reg [5:0] lap_minutes, lap_seconds;
    reg set_mode_active;
    reg set_field;  
    reg [5:0] set_minutes, set_seconds;
    reg [11:0] timer_preset_value;
    wire start_tick, pause_tick, lap_tick, set_tick;
    debounce #(.CLK_FREQ(CLK_FREQ)) db_start (.clk(clk), .reset(reset), .button_in(btn_start), .button_out(start_tick));
    debounce #(.CLK_FREQ(CLK_FREQ)) db_pause (.clk(clk), .reset(reset), .button_in(btn_pause), .button_out(pause_tick));
    debounce #(.CLK_FREQ(CLK_FREQ)) db_lap   (.clk(clk), .reset(reset), .button_in(btn_lap),   .button_out(lap_tick));
    debounce #(.CLK_FREQ(CLK_FREQ)) db_set   (.clk(clk), .reset(reset), .button_in(btn_set),   .button_out(set_tick));
    always @(posedge clk or posedge reset) begin
        if (reset)
            state <= IDLE;
        else
            state <= next_state;
    end
    always @(*) begin
        next_state = state;
        case (state)
            IDLE: begin
                if (start_tick && !set_mode_active)
                    next_state = RUNNING;
            end
            RUNNING: begin
                if (pause_tick)
                    next_state = PAUSED;
                else if (mode == MODE_TIMER && minutes == 0 && seconds == 0)
                    next_state = TIME_UP;
            end
            PAUSED: begin
                if (start_tick)
                    next_state = RUNNING;
            end
            TIME_UP: begin
                if (start_tick)
                    next_state = IDLE;
            end
        endcase
    end
    always @(posedge clk or posedge reset) begin
        if (reset) begin
            set_mode_active <= 1'b0;
            set_field <= 1'b0;
            set_minutes <= 6'd0;
            set_seconds <= 6'd0;
            timer_preset_value <= 12'd0;
        end
        else if (set_tick) begin
            if (~set_mode_active) begin
                set_minutes <= minutes;
                set_seconds <= seconds;
                set_field <= 1'b0;  
            end 
            else begin
                timer_preset_value <= (set_minutes * 60) + set_seconds;
            end
            set_mode_active <= ~set_mode_active;
        end
        else if (set_mode_active && lap_tick) begin
            set_field <= ~set_field;  
        end
        else if (set_mode_active) begin
            if (start_tick) begin
                if (set_field == 1'b0) begin
                    set_minutes <= (set_minutes == 59) ? 0 : set_minutes + 1'b1;
                end else begin
                    if (set_seconds == 59) begin
                        set_seconds <= 0;
                        set_minutes <= (set_minutes == 59) ? 0 : set_minutes + 1'b1;
                    end else begin
                        set_seconds <= set_seconds + 1'b1;
                    end
                end
            end
            else if (pause_tick) begin
                if (set_field == 1'b0) begin
                    set_minutes <= (set_minutes == 0) ? 59 : set_minutes - 1'b1;
                end else begin
                    if (set_seconds == 0) begin
                        set_seconds <= 59;
                        set_minutes <= (set_minutes == 0) ? 59 : set_minutes - 1'b1;
                    end else begin
                        set_seconds <= set_seconds - 1'b1;
                    end
                end
            end
        end
    end
    reg [26:0] one_sec_counter;
    wire one_sec_tick;
    always @(posedge clk or posedge reset) begin
        if (reset)
            one_sec_counter <= 0;
        else if (one_sec_counter == CLK_FREQ - 1)
            one_sec_counter <= 0;
        else
            one_sec_counter <= one_sec_counter + 1'b1;
    end
    assign one_sec_tick = (one_sec_counter == CLK_FREQ - 1);
    always @(posedge clk or posedge reset) begin
        if (reset) begin
            minutes <= 0;
            seconds <= 0;
        end
        else if (!set_mode_active && mode == MODE_TIMER && set_tick) begin
            minutes <= set_minutes;
            seconds <= set_seconds;
        end
        else if (state == IDLE && start_tick && mode == MODE_TIMER) begin
            minutes <= set_minutes;
            seconds <= set_seconds;
        end
        else if (state == RUNNING && one_sec_tick && !set_mode_active) begin
            if (mode == MODE_STOPWATCH) begin
                if (seconds == 59) begin
                    seconds <= 0;
                    minutes <= (minutes == 59) ? 0 : minutes + 1'b1;
                end else seconds <= seconds + 1'b1;
            end 
            else begin
                if (minutes == 0 && seconds == 0) begin
                    minutes <= 0;
                    seconds <= 0;
                end
                else if (seconds == 0) begin
                    seconds <= 59;
                    minutes <= minutes - 1'b1;
                end
                else seconds <= seconds - 1'b1;
            end
        end
    end
    always @(posedge clk or posedge reset) begin
        if (reset) begin
            lap_minutes <= 0;
            lap_seconds <= 0;
        end
        else if (lap_tick && mode == MODE_STOPWATCH && !set_mode_active) begin
            lap_minutes <= minutes;
            lap_seconds <= seconds;
        end
    end
    reg [24:0] blink_timer;
    reg led_reg;
    always @(posedge clk or posedge reset) begin
        if (reset) begin
            blink_timer <= 0;
            led_reg <= 0;
        end 
        else if (state == TIME_UP) begin
            if (blink_timer >= LED_BLINK_RATE) begin
                blink_timer <= 0;
                led_reg <= ~led_reg;
            end else blink_timer <= blink_timer + 1'b1;
        end 
        else begin
            blink_timer <= 0;
            led_reg <= 0;
        end
    end
    assign led = led_reg;
    assign led1[0] = led_reg;
    assign led1[1] = led_reg;
    assign led1[2] = led_reg;
    assign led1[3] = led_reg;
    assign led1[4] = led_reg;
    assign led1[5] = led_reg;
    assign led1[6] = led_reg;
    assign led1[7] = led_reg;
    assign led1[8] = led_reg;
    assign led1[9] = led_reg;
    assign led1[10] = led_reg;
    assign led1[11] = led_reg;
    assign led1[12] = led_reg;
    assign led1[13] = led_reg;
    assign mode_led = mode;   
    wire [3:0] sec_tens  = seconds / 10;
    wire [3:0] sec_units = seconds % 10;
    wire [3:0] min_tens  = minutes / 10;
    wire [3:0] min_units = minutes % 10;
    wire [3:0] lap_sec_tens  = lap_seconds / 10;
    wire [3:0] lap_sec_units = lap_seconds % 10;
    wire [3:0] lap_min_tens  = lap_minutes / 10;
    wire [3:0] lap_min_units = lap_minutes % 10;
    wire [3:0] set_sec_tens  = set_seconds / 10;
    wire [3:0] set_sec_units = set_seconds % 10;
    wire [3:0] set_min_tens  = set_minutes / 10;
    wire [3:0] set_min_units = set_minutes % 10;
    reg [18:0] refresh_counter;
    always @(posedge clk or posedge reset)
        if (reset) refresh_counter <= 0;
        else refresh_counter <= refresh_counter + 1'b1;
    wire [2:0] anode_selector = refresh_counter[18:16];
    wire blink_flag = refresh_counter[18];
    reg [7:0] current_anode;
    reg [3:0] data_to_display;
    reg [6:0] current_segments;
    localparam AN0 = 8'b11111110, AN1 = 8'b11111101, AN2 = 8'b11111011, AN3 = 8'b11110111,
               AN4 = 8'b11101111, AN5 = 8'b11011111, AN6 = 8'b10111111, AN7 = 8'b01111111;
    always @(*) begin
        current_anode = 8'b11111111;
        data_to_display = 4'hF;
        if (set_mode_active) begin
            case (anode_selector)
                3'd0: begin current_anode = AN0; data_to_display = (set_field && blink_flag) ? 4'hF : set_sec_units; end
                3'd1: begin current_anode = AN1; data_to_display = (set_field && blink_flag) ? 4'hF : set_sec_tens; end
                3'd2: begin current_anode = AN2; data_to_display = (!set_field && blink_flag) ? 4'hF : set_min_units; end
                3'd3: begin current_anode = AN3; data_to_display = (!set_field && blink_flag) ? 4'hF : set_min_tens; end
                default: ;
            endcase
        end else begin
            case (anode_selector)
                3'd0: begin 
                        current_anode = AN0; 
                        data_to_display = sec_units; 
                      end
                3'd1: begin 
                        current_anode = AN1; 
                        data_to_display = sec_tens; 
                      end
                3'd2: begin 
                        current_anode = AN2; 
                        data_to_display = min_units; 
                      end
                3'd3: begin 
                        current_anode = AN3; 
                        data_to_display = min_tens; 
                      end
                3'd4: begin 
                        current_anode = AN4; 
                        data_to_display = lap_sec_units; 
                      end
                3'd5: begin 
                        current_anode = AN5; 
                        data_to_display = lap_sec_tens; 
                      end
                3'd6: begin 
                        current_anode = AN6; 
                        data_to_display = lap_min_units; 
                      end
                3'd7: begin 
                        current_anode = AN7; 
                        data_to_display = lap_min_tens; 
                      end
            endcase
        end
    end
    always @(*) begin
        case (data_to_display)
            4'd0: current_segments = 7'b1000000;
            4'd1: current_segments = 7'b1111001;
            4'd2: current_segments = 7'b0100100;
            4'd3: current_segments = 7'b0110000;
            4'd4: current_segments = 7'b0011001;
            4'd5: current_segments = 7'b0010010;
            4'd6: current_segments = 7'b0000010;
            4'd7: current_segments = 7'b1111000;
            4'd8: current_segments = 7'b0000000;
            4'd9: current_segments = 7'b0010000;
            default: current_segments = 7'b1111111;
        endcase
    end
    assign seg = current_segments;
    assign an  = current_anode;
endmodule
```
==> results.cfg <==
; implementation run metrics
[job]
cap_violations = 0
tool_warnings = 50

[clock_network]
h-tree-depth = 1
cts_hold_buf = 0
clock_path_buffers = 3
numCtsBuffers = 25
post_cts_buffers = 0
clk_pin_slew_ns = 0.06
cts.sinks = 214
cts.repair.resized = 0
cts_tree = built
clk-insertion-delay-late_ns = 0.53
root_buffer = clkbuf_16

[route]
viasPerCell = 5.330
antenna_cells_inserted = 0
drcViolationCount = 0
vias = 9632
antenna_left = 0
wl_um = 26080
first_iter_violations = 574
detail_route.wl_per_cell_um = 14.43
dr.pass1.iters = 26

[pwr]
power_density_nw_per_um2 = 146.5
clock_power_share = 0.496
p_leak_nw = 6.007
seq_power_share = 0.447
p_switching_mw = 0.4594
peakVddDrop_v = 0.0001476
p_int_mw = 1.605
switching_share = 0.2225
pwr-share-comb = 0.057

[grt]
grt_pass1_vias = 8998
overflow = 0
grt_max_degree = 134
grt_antenna_before_repair = 0
grt_pass1_wl_um = 45090
grt_util_all_layers = 0.1716

[final_timing]
max_slew_margin = 0.4634
skew_ns = 0.009893
setup_viol = 0
rsz0062_at_grt = false
layout_setup_ws_ns = 1.696
fmax_ghz = 0.1265
worstMarginPinSlew_ns = 0.8049
min_period_over_period = 0.8234
drv_slew = 0
min_period_ns = 7.904
setup_tns_ns = 0
hold_viol_final = 0

[placement]
dpl_worst_slack_ns = 2.293
dp_hpwl_um = 17320
place_congestion = 0.8978
portBuffers = 37

[critical_path]
timing.rr.start = set_mode_active
critPathArrivalTime_ns = 5.98
cp_max_fo = 39
cp.required_ns = 7.68
r2r_end = minutes[3]
critical_path_class = reg2out
end_kind = output port
r2r_cells = 8
rrSetupSlack_ns = 6.67
crit_path_start_kind = flop

[synthesis]
synth.largest_area_cell = dfrtp_1
area_leaders = dfrtp_1 (42%), nor2_1 (5.9%), xor2_1 (5.3%), xnor2_1 (5.1%), ha_1 (3.6%)
synthesis.area_um2 = 12610
ys_cells = 1398
ys_seq_share = 0.4248
synth.distinct_cells = 91
synth_chip_area_um2 = 12610
yosysTopAreaCellShare = 0.4227
edf_count = 0
synth-main-ff-cell = dfrtp_1
synth-async-reset-ratio = 1.000
ys_warn_count = 2
synth_cells = 1398
synth-seq-cells = 214
syn_area_per_cell_um2 = 9.020

[die]
fp_util = 0.4090
ios = 38
rows = 64
die_x_um = 179.6
die_y_um = 179.6
core_area_um2 = 30830
die-area_um2 = 32240

[hold_path]
hold-path-endpoint = db_pause.sync_regs[1]
min_path_type = reg2reg
min_path_cells = 0
worstHoldStart = db_pause.sync_regs[0]

[layout]
regMostFlops = one_sec_counter
drive_gt1_frac = 0.07654
biggestRegsByFlops = one_sec_counter: 27 flops, blink_timer: 25 flops
fillers = 2845
area_growth_pct = 11.79
largest_reg_flops = 27

[status]
outcome = finished clean
-- kinds of logic after synthesis --
family	count (synthesis)	synth area share
AND/OR/NAND/NOR	583	0.2268
AND-OR/OR-AND	248	0.1349
flip-flops	214	0.4248
XOR/XNOR	150	0.1042
buffers and inverters	140	0.04961
adder cells (fa/ha/maj)	36	0.03572
multiplexers	27	0.02401
-- cell usage after synthesis (all sizes together) (8+ instances only) --
master  instances
dfrtp         213
nor2          200
nand2         100
nand3          84
xor2           76
xnor2          74
o21ai          61
inv            57
a21oi          56
clkbuf         51
ha             36
and3           32
buf            31
nor3           30
nand2b         24
mux2           23
nand4          21
o211ai         17
a31oi          16
or3            15
nor2b          14
a211oi         11
nor4           11
and2            9
o22ai           8
or2             8
-- through the flow --
stage	total power [mW]	hold slack, ns	util	instance area, µm²	std cells
floorplan	1.019	0.3312	-	12610	1398
global placement	1.057	0.3365	0.4277	13190	1762
detailed placement	1.058	0.3347	0.4277	13190	1762
CTS	2.098	0.3554	0.4572	14100	1807
global route	2.150	0.3672	0.4572	14100	1807
finish	2.064	0.3523	0.4572	14100	1807
-- how the worst max path moves through the flow --
stage	from	endpoint	slack, ns
after CTS	set_mode_active	seg[1]	1.70
after global routing	set_mode_active	seg[1]	1.22
final	set_mode_active	seg[1]	1.70
-- layout by cell type (no fill, tap or decap), drive strengths merged, types with 37 or more instances in the layout --
| master | synthesis | final |
|---|---|---|
| xor2 | 76 | 76 |
| inv | 57 | 59 |
| dfrtp | 213 | 213 |
| nor2 | 200 | 200 |
| xnor2 | 74 | 74 |
| o21ai | 61 | 61 |
| clkdlybuf4s50 | 0 | 37 |
| nand3 | 84 | 84 |
| nand2 | 100 | 100 |
| a21oi | 56 | 56 |
-- layout make-up --
cell class                      instances  area [µm²]  share of cell area
Clock buffer                           35       733.2             0.05201
Clock inverter                         10       177.7             0.01260
Inverter                               58       225.2             0.01598
Multi-Input combinational cell       1044        6628              0.4702
Sequential cell                       214        5356              0.3800
Tap cell                              396       495.5             0.03515
Timing Repair Buffer                   50       480.5             0.03408
-- power by group through the flow --
| stage | combinational, mW | sequential (mW) | clock (mW) |
|---|---|---|---|
| global route | 0.133 | 0.925 | 1.09 |
| finish | 0.117 | 0.924 | 1.02 |
| CTS | 0.119 | 0.923 | 1.06 |
-- worst max-delay path: stages (launching register included) --
cell and delay, ns:
dfrtp_1 0.35, buf_4 0.24, inv_1 0.56, o221ai_1 0.27, a31oi_2 0.38, inv_1 0.17, ha_1 0.26, inv_1 0.07
nand2_1 0.05, ha_1 0.30, nor2b_1 0.20, nor2_1 0.06, o211ai_1 0.27, o2111a_1 0.35, mux2_4 0.33, a221oi_4 0.39
inv_1 0.11, ha_1 0.31, inv_1 0.08, nand2_1 0.05, a21boi_1 0.16, clkdlybuf4s50_1 0.47
-- layer usage --
layer	GRT usage	wire, µm	vias up
met1	0.2771	12880	4523
met5	0	0	-
met3	0.02621	1220	37
met2	0.2530	11400	206
met4	0.03414	588	0
li1	-	-	4866
No activity file was given, so power comes from the tool's default toggle rates.
